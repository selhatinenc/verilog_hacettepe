===== flow/design.v =====
module  bcd_to_7_seg_7448_decoder(A,B,C,D,a,b,c,d,e,f,g);
   input  A,B,C,D;
   output  a,b,c,d,e,f,g;
    assign a = (~B&~D)|(B&D) |A|(~B&C);
    assign b=~B|(~C&~D)|(C&D);
    assign c=~C|D|B;
    assign d=(~B&~D)|(~B&C)|(B&~C&D)|(C&~D);
    assign e=(~B&~D)|(C&~D);
    assign f=(~C&~D)|(B&~C)|(B&~D)|A;
    assign g=(~B&C)|(B&~C)|A|(C&~D);
endmodule

===== flow/run.sh =====
#!/bin/bash
# OpenROAD 26Q1-2900-gdf79404cd8, Yosys 0.63+post, stock flow scripts
make -C /OpenROAD-flow-scripts/flow DESIGN_CONFIG=/design/flow/config.mk WORK_HOME=/design/flow/orfs finish

===== flow/config.mk =====
export PLATFORM = sky130hd
export DESIGN_NAME = bcd_to_7_seg_7448_decoder
export DESIGN_NICKNAME = bcd_to_7_seg_7448_decoder
export VERILOG_FILES = /design/flow/design.v
export SDC_FILE = /design/flow/constraint.sdc
export NUM_CORES = 4
export LEC_CHECK = 1
export CORE_AREA = 10 10 70 70
export DIE_AREA = 0 0 80 80

===== flow/constraint.sdc =====
current_design bcd_to_7_seg_7448_decoder

set clk_period 1.2
set clk_io_pct 0.2

create_clock -name clk0 -period $clk_period

set non_clock_inputs [all_inputs -no_clocks]
set_input_delay [expr $clk_period * $clk_io_pct] -clock clk0 $non_clock_inputs
set_output_delay [expr $clk_period * $clk_io_pct] -clock clk0 [all_outputs]

==> out/qor.yml <==
sta:
  worst_pin_slew_ns: 0.124
  rsz0062_at_grt: "true"
  finalCritPeriodShare: 1.08
  finalWorstSetupSlack_ns: -0.0978
  fmax_ghz: 0.771
  holdWs_ns: 0.824
  min_period_ns: 1.30
  setup_violations: 2
  slew_headroom: 0.917
  hold_viol: 0
  finalMaxSlewViolations: 0
worst_setup_path:
  critPathKind: "primary input to primary output"
  start_kind: "primary input"
  worstPathRequired_ns: 0.96
  path_buffers: 3
  slowest_stage: "or3b_1"
  crit_start: "B"
  crit_path_end_kind: "primary output"
  arrival_ns: 1.06
  crit_family: "simple AND/OR/NAND/NOR gates"
  crit_fanout: 3
  slowest_delay_ns: 0.34
  crit_path_cell_trace: "buf_8 -> inv_6 -> ha_4 -> or3b_1 -> buf_2"
synth:
  yosys_warnings: 0
  syn_inst: 18
  yosys_area_sq_um: 130
  yosysTopAreaCell: "ha_1"
  syn_avg_cell_area_sq_um: 7.23
  yosysTopAreaCellShare: 0.385
  ys_seq_share: 0
  ys_types: 11
  ys_cells: 18
  synth.area.top_cells: "ha_1 38%, nand3b_1 12%, nand2b_1 9.6%"
  syn_area_sq_um: 130
power_and_ir_drop:
  leakagePower_nw: 0.161
  total_power_uw: 115
  ir_worst_vdd_uv: 36.0
  p_per_area_nw_per_um2: 274
layout:
  nClkBuffers: 0
  seq_area_sq_um: 0
  seq_cell_count: 0
  layout-drive-gt1-share: 0.629
  stdcell_count: 81
  area_growth_pct: 222
  fin_util: 0.123
global_routing:
  grt_max_degree: 5
  grt_pass1_vias: 173
  grt_pass1_wl_um: 848
  antenna_found_initial: 0
  grt-ovfl-total: 0
  grt.total_usage: 0.0150
detailed_routing:
  drt-initial-drc-count: 6
  ant_nets: 0
  first_pass_iters: 3
  drc: 0
  viasPerCell: 2.37
  vias: 192
  drt-total-wl_um: 607
  diodes: 0
  wire_per_inst_um: 7.49
run:
  drv_cap: 0
  warning_count: 36
die:
  die_w_um: 80
  row_count: 21
  die_h_um: 80
  pin_count: 11
  chipArea_sq_um: 6400
  core_sq_um: 3420
  fp_util: 0.0381
placed_design:
  gp_congestion: 0.730
  hpwl_um: 421
  dp_cells: 80
  port_buffers: 11
min_path:
  hold_start: "D"
  min_path_type: "primary input to primary output"
clock_network:
  cts_hold_buf: 0
status:
  status: "finished with violations"
  violations: "negative setup slack"
==> tightest hold or removal path, stage by stage <==
cell and delay (ns):
buf_8 0.08, buf_6 0.10, o21ai_1 0.06, buf_2 0.11
==> stage by stage <==
| step | area [sq um] | setup slack [ns] | TNS, ns |
|---|---|---|---|
| 2_1_floorplan | 130 | 0.127 | 0 |
| 3_3_place_gp | 335 | -0.852 | -4.72 |
| 3_5_place_dp | 335 | -0.852 | -4.70 |
| 4_1_cts | 392 | -0.101 | -0.101 |
| 5_1_grt | 419 | -0.132 | -0.206 |
| 6_report | 419 | -0.0978 | -0.0983 |
==> cells by family after synthesis <==
family | Yosys count | synth area share
adders and majority gates | 4 | 0.385
xor gates and xnor gates | 1 | 0.0673
and+or+nand+nor | 8 | 0.384
buffers and inverters | 3 | 0.0865
AOI/OAI and AO/OA | 2 | 0.0768
==> Yosys cell counts <==
| master | n |
|---|---|
| a21oi_1 | 1 |
| inv_1 | 3 |
| o21ai_0 | 1 |
| nand3_1 | 1 |
| nand3b_1 | 2 |
| ha_1 | 4 |
| or3b_1 | 1 |
| nand2b_1 | 2 |
| nand2_1 | 1 |
| xor2_1 | 1 |
| nor3_1 | 1 |
==> where the power goes <==
group | total, mW | internal [mW] | switching [mW]
registers | 0 | 0 | 0
clock network | 0 | 0 | 0
logic | 0.115 | 0.0700 | 0.0449
total | 0.115 | 0.0700 | 0.0449
==> layout by cell type, fill, tap and decap left out <==
master and count:
nand2b_4 1, dlygate4sd2_1 4, xor2_1 1, a21oi_2 1, buf_4 3, o21ai_1 1, nand2_1 1, buf_2 3
nand3_1 1, buf_8 2, nor3_2 1, nand3b_1 2, ha_4 4, clkdlybuf4s15_1 1, inv_6 1, inv_4 1
inv_2 1, nand2b_1 1, buf_6 4, or3b_1 1
==> worst paths after layout <==
check	endpoint	depth (start not counted)
setup / recovery	a	5
hold / removal	f	4
==> timing repair <==
item,CTS,global route
endpoints found under the setup margin,7,3
pin swaps,4,3
setup buffers,1,0
resized,45,7
endpoints found under the hold margin,0,0
==> routing by layer <==
layer / vias to the layer above / share of wire / global-route usage
met2: 10 / 0.41 / 0.0217
met4: 0 / 0 / 0
li1: 96 / - / -
met3: 0 / 0.13 / 0.00568
met1: 86 / 0.46 / 0.0218
met5: - / 0 / 0
==> cell type report <==
| type | instances | area, sq um |
|---|---|---|
| fillers | 388 | 3000 |
| repair buffers | 17 | 158 |
| inverters | 3 | 18.8 |
| multi-input cells | 15 | 185 |
| well taps | 46 | 57.6 |
No activity file was given, so power comes from the tool's default toggle rates.
