<file path="design/flow/design.v">
module counter_jk(input reset, input clk, input mode, output [2:0] count);
    reg [0:2]  pre_state;
    jk_sync_res jk0((( pre_state[1] & ~ pre_state[2] & mode) 
    | ( pre_state[1] &  pre_state[2] & ~mode) ), ((~ pre_state[1] & ~ pre_state[2] & mode)
     | ( pre_state[1] &  pre_state[2] & ~mode) ), clk, (reset), count[2]);
    jk_sync_res jk1(((~ pre_state[0] &  pre_state[2]) | ( pre_state[2] & ~mode))
    , (( pre_state[2] & ~mode) | ( pre_state[0] &  pre_state[2]) ), clk, (reset), count[1]);
    jk_sync_res jk2(((~ pre_state[0] & ~ pre_state[1]) | (~mode) | ( pre_state[0] &  pre_state[1]) )
    , ((~mode) | (~ pre_state[0] &  pre_state[1]) | ( pre_state[0] & ~ pre_state[1]) )
    , clk, (reset), count[0]);
always @(reset or count) 
    begin
        if(reset==1) begin
            pre_state<= 0;
        end
        else begin
            pre_state<= count;
        end
    end 
endmodule
module jk_sync_res(J, K, clk, sync_reset, Q);
    input J;
    input K;
    input clk;
    input sync_reset;
    output reg Q;
    always @(posedge clk)
    begin
       if(sync_reset== 1) 
       Q<= 0;
       else 
            case({J,K})
                2'b00 : Q <= Q;
                2'b01 : Q <= 0;
                2'b10 : Q <=1;
                2'b11 : Q <= ~Q;
            endcase    
    end
endmodule
</file>
<file path="design/flow/run.sh">
#!/bin/bash
# OpenROAD 26Q1-2900-gdf79404cd8, Yosys 0.63+post, stock flow scripts
make -C /OpenROAD-flow-scripts/flow DESIGN_CONFIG=/design/flow/config.mk WORK_HOME=/design/flow/orfs finish
</file>
<file path="design/flow/config.mk">
export PLATFORM = sky130hd
export DESIGN_NAME = counter_jk
export DESIGN_NICKNAME = counter_jk
export VERILOG_FILES = /design/flow/design.v
export SDC_FILE = /design/flow/constraint.sdc
export NUM_CORES = 4
export LEC_CHECK = 1
export CORE_AREA = 10 10 70 70
export DIE_AREA = 0 0 80 80
</file>
<file path="design/flow/constraint.sdc">
current_design counter_jk

set clk_period 1.9
set clk_io_pct 0.2

create_clock -name clk0 -period $clk_period [get_ports {clk}]

set non_clock_inputs [all_inputs -no_clocks]
set_input_delay [expr $clk_period * $clk_io_pct] -clock clk0 $non_clock_inputs
set_output_delay [expr $clk_period * $clk_io_pct] -clock clk0 [all_outputs]
</file>
==> Changelog: implementation <==
### Physical design

* Run status: completed
* Most frequent logic cells in the routed design: clkdlybuf4s50_1, nor2_1, clkbuf_4, dfxtp_1
* Cell taking the most area after synthesis: dfxtp_1
* Yosys warning tally at 2
* Pre-CTS setup slack at approximately 0.23 ns
* Drt first pass iters at 2
* CTS buffer count at 3
* Endpoints failing setup at 0
* VDD IR max at 0.0895 mV
* Reg2Reg Launch Point: jk2.Q
* Via-to-Cell Ratio at approximately 2.1
* Resized cells post-CTS at 0
* Cell Rows at 21
* Sw frac at 0.240
* Internal power at ~0.00017 W
* CTS tree: done
* GRT Total Usage at 0.0150
* Flop pwr share at 0.351
* Comb pwr share at 0.158
* Vias in the first global route at roughly 160
* Yosys reg bits at 3
* PD cells at ~790 nW/um^2
* Cells after Synth at 19
* Tool warning count at 25
* Slew headroom at 0.824
* DP Area at 259 um^2
* RR Endpoint: jk0.Q
* Largest net degree at the start of global routing at 8
* DRC viols at 0
* Slowest cell on the critical path: clkdlybuf4s50_1
* Layout area overhead at 64.0%
* Cell Area, Synth at between 150 and 200 um^2
* CP bufs+invs at 1
* CP Cell Sequence: clkdlybuf4s50_1
* First-pass GRT wire length at 696 um
* Final Hold Vio Count at 0
* Critical path type: flip-flop to output port
* Levels on crit path at 1
* Total wire length at 440 um
* Fmax achieved at 637 MHz
* CP Launch Type: flip-flop
* Grt ovf at 0
* Worst path top cell family by delay: buffers and inverters
* Clock tree sinks at 3
* Sw Pwr at between 0.00005 and 0.00006 W
* WHS Endpoint: jk1.Q
* Count of cell types in the netlist at 12
* Clock skew at approximately 0.0026 ns
* Commonest Layout Cell: clkdlybuf4s50_1
* RSZ-0062 raised after global routing: false
* Number of cells in Yosys stat at 19
* CP Max Fanout at 7
* Core box area at about 3400 um^2
* Total die size at 6400 um^2
* H-Tree Level Count at 1
* Worst hold-check path type: flip-flop to flip-flop
* Post-route worst setup slack at about 0.33 ns
* Number of port buffers at 5
* Setup bufs post-CTS at 0
* Req. time, crit path at about 1.5 ns
* Layout Cell Area excl Fill at between 200 and 300 um^2
* Fin crit share at 0.827
* Min-delay src: jk1.Q
* Pre-Place Util at 0.0509
* R2R depth at 3
* CTS root buf: clkbuf_4
* Clock Path Buffers at 2
* Final Max Slew Viols at 0
* Worst reg-to-reg setup slack at 0.82 ns
* Post-synthesis chip area from yosys at approximately 170 um^2
* Max stage delay on crit path at roughly 0.5 ns
* Setup TNS at 0 ns
* Chip height at ~80 um
* Hold depth at 2
* I/O pins at 6
* Period minus WS final at around 1.6 ns
* CTS Hold Bufs at 0
* Worst skew pair latency at 0.23 ns
* Post-DRT Antenna Nets at 0
* Worst Max-Slew Pin Slew at 0.264 ns
* Top cell area share at 0.345
* Max Cap Viol at 0
* Post-synthesis sequential area ratio at 0.345
* Ranking of synthesized cells by area: dfxtp_1, buf_4, a2111oi_2
* Ant. Diodes at 0
* Clock share of power at 0.491
* Clock transition at path regs at 0.03 ns
* DRT iter0 DRCs at 5
* Avg Inst Size Synth at 9.15 um^2
* Gp weighted congestion at between 0.5 and 0.6
* Wire length per cell at 6.20 um
* Leak at ~0.085 nW
* Initial antenna violation count at 0
* Vias at around 150
* Crit path DAT at ~1.2 ns
* Die W at roughly 80 um
* Share of cells above drive strength 1 at 0.200
* CP Capture Type: output port
metal layers:
| metal | vias up | GRT usage | routed length, um |
|---|---|---|---|
| met1 | 66 | 0.0146 | 182 |
| li1 | 76 | - | - |
| met4 | 0 | 0.00528 | 0 |
| met2 | 6 | 0.0152 | 137 |
| met3 | 0 | 0.0239 | 120 |
| met5 | - | 0 | 0 |
per-stage QoR:
stage | utilization | hold slack, ns | total power [W] | std cells
detailed placement | 0.0758 | 0.581 | 0.000115 | 67
finish | 0.0835 | 0.589 | 0.000225 | 71
CTS | 0.0835 | 0.592 | 0.000232 | 71
global route | 0.0835 | 0.644 | 0.000245 | 71
floorplan | - | 0.449 | 0.000102 | 19
global placement | 0.0758 | 0.550 | 0.000113 | 67
synth_stat cells:
cell / number
a2111oi_2: 1
a211oi_1: 1
a21oi_1: 1
buf_4: 3
dfxtp_1: 3
mux2_2: 1
mux2i_1: 1
nand2_1: 1
nor2_1: 4
nor3b_1: 1
o21a_1: 1
xnor2_1: 1
power by group through the flow:
| stage | Clock [W] | Sequential, W | Combinational, W |
|---|---|---|---|
| global route | 0.000125 | 0.0000805 | 0.0000396 |
| finish | 0.000110 | 0.0000790 | 0.0000356 |
| CTS | 0.000118 | 0.0000787 | 0.0000362 |
kinds of logic after synthesis:
logic type                Yosys count  synth area share
xor gates and xnor gates            1            0.0504
AOI/OAI and AO/OA                   4             0.201
muxes                               2             0.122
buffers and inverters               3             0.129
DFF                                 3             0.345
and+or+nand+nor                     6             0.151
worst max-delay path by stage:
stage / from / end / slack [ns]
final: jk2.Q / count[0] / 0.33
after global routing: jk2.Q / count[0] / 0.26
after CTS: jk2.Q / count[0] / 0.32
area by class of cell:
type	count	area, um^2
Clock buffer	4	26.3
Sequential cell	3	60.1
Multi-Input combinational cell	13	91.3
Fill cell	408	3130
Timing Repair Buffer	5	50.0
Tap cell	46	57.6
flip-flops by register name, summed over array words and instances (netlist names):
signal,cells
jk1.Q,1
jk0.Q,1
jk2.Q,1
Power and IR drop assume default switching activity.
