[flow/design.v]
module counter_d(input reset, input clk, input mode, output [2:0] count);
    reg[0:2] pre_state=3'b000;
    dff_sync_res d0 ((((pre_state[1] & ~pre_state[2] & mode) 
    | (~pre_state[0] & pre_state[1] & pre_state[2] & ~mode) | (pre_state[0] & ~pre_state[1] & ~mode) 
    | (pre_state[0] & pre_state[2] & mode) | (pre_state[0] & ~pre_state[2] & ~mode)))
    , (clk), (reset), (count[2]));
    dff_sync_res d1 ((((pre_state[1] & ~pre_state[2]) | (~pre_state[1] & pre_state[2] & ~mode)
     | (~pre_state[0] & pre_state[2] & mode))), (clk), (reset), (count[1]));
    dff_sync_res d2 ((((~pre_state[0] & ~pre_state[1] & mode) | (~pre_state[2] & ~mode) 
    | (pre_state[0] & pre_state[1] & mode))), (clk), (reset),(count[0]));
    always @(reset or count)begin
        if(reset==1) begin
        pre_state<=3'b000; 
               end
        else begin 
        pre_state <=count;
        end
    end
endmodule
module dff_sync_res(D, clk, sync_reset, Q);
    input D;
    input clk;
    input sync_reset;
    output reg Q;
    always @(posedge clk) begin
       if(sync_reset==1)
       Q<=1'b0;
       else
        Q<=D;
    end
endmodule 
[flow/run.sh]
#!/bin/bash
# OpenROAD 26Q1-2900-gdf79404cd8, Yosys 0.63+post, stock flow scripts
make -C /OpenROAD-flow-scripts/flow DESIGN_CONFIG=/design/flow/config.mk WORK_HOME=/design/flow/orfs finish
[flow/constraint.sdc]
current_design counter_d

set clk_period 1.5
set clk_io_pct 0.2

create_clock -name clk0 -period $clk_period [get_ports {clk}]

set non_clock_inputs [all_inputs -no_clocks]
set_input_delay [expr $clk_period * $clk_io_pct] -clock clk0 $non_clock_inputs
set_output_delay [expr $clk_period * $clk_io_pct] -clock clk0 [all_outputs]
[flow/config.mk]
export PLATFORM = sky130hd
export DESIGN_NAME = counter_d
export DESIGN_NICKNAME = counter_d
export VERILOG_FILES = /design/flow/design.v
export SDC_FILE = /design/flow/constraint.sdc
export NUM_CORES = 4
export LEC_CHECK = 1
export CORE_AREA = 10 10 70 70
export DIE_AREA = 0 0 80 80
==> impl_metrics.tcl <==
# metrics dict for downstream scripts
set metrics [dict create \
    antenna_left 0 \
    cp_num_buf_inv 1 \
    num_vias 159 \
    hold_path.class "register to register" \
    ys_sh_xor_pct 5.19 \
    netlist_area_um2 169 \
    timing.final.crit_share_pct 93.9 \
    detail_route.wl_per_cell_um 6.34 \
    cts_htree_levels 1 \
    fmax_mhz 710 \
    outcome "finished, final reports clean" \
    power_density_nw_per_um2 971 \
    min_period_ns 1.41 \
    rsz0062_at_grt "no" \
    relSlewSlack_pct 82.5 \
    critPathMaxStageDelay_ns 0.49 \
    cp.arrival_ns 1.11 \
    synth-seq-cells 3 \
    cts_resized 0 \
    wl_met2_um 175 \
    simple_gate_share_pct 20.7 \
    n_fill_cell 407 \
    post_cts_buffers 0 \
    highest_layer "met3" \
    placed_area_um2 262 \
    lay_top_count "nor2_1" \
    fp_util_pct 4.95 \
    r2r_start "d0.Q" \
    core-area_um2 3420 \
    wl_met3_um 94 \
    clock-root-buffer "clkbuf_4" \
    cp.required_ns 1.20 \
    globalRouteTotalUtil_pct 1.74 \
    final_cell_area_um2 290 \
    grt_pass1_wl_um 821 \
    portBuffers 5 \
    warnings 25 \
    cp_max_fo 5 \
    slowest_stage "clkdlybuf4s50_1" \
    clock_skew_ns 0.000364 \
    drv_slew 0 \
    cts_made_buffers 3 \
    insertion_delay_ns 0.23 \
    aoi_share_pct 25.2 \
    ir_worst_vdd_v 0.000171 \
    ys_types 9 \
    postLayoutCoreUtil_pct 8.50 \
    syn_area_per_cell_um2 8.45 \
    stdcell_count 73 \
    area_growth_pct 71.9 \
    grt_overflow 0 \
    dpl.cell_count 69 \
    drtPass1Iterations 2 \
    crit_type "register to primary output" \
    end_kind "primary output" \
    min-delay-start "d2.Q" \
    grt_max_degree 8 \
    ys.warnings.count 2 \
    grt_antenna_before_repair 0 \
    setup_violations 0 \
    path_cells "clkdlybuf4s50_1" \
    leakage_nw 0.0918 \
    start_kind "register" \
    gp_congestion 0.619 \
    cts.sinks 3 \
    synthAdderAreaFrac_pct 0 \
    grt_pass1_vias 187 \
    die_w_um 80 \
    startpoint "d0.Q" \
    logic_family "AND-OR/OR-AND gates" \
    drc 0 \
    maxCapViolations 0 \
    hold_viol_final 0 \
    yosys_cells 20 \
    via_per_inst 2.18 \
    yosys_area_um2 169 \
    diodes 0 \
    mux_share_pct 0 \
    rows 21 \
    yosysSeqAreaShare_pct 35.6 \
    die_area_um2 6400 \
    syn_inst 20 \
    lay_top_cells "6 x nor2_1, 5 x clkdlybuf4s50_1, 3 x clkbuf_4" \
    die_h_um 80 \
    dp_hpwl_um 371 \
    crit_family "buffers and inverters" \
    drt-initial-drc-count 9 \
    tritoncts "built" \
    tightest_slew_ns 0.261 \
    io_pins 6 \
    drt-met1-wl_um 192 \
    drt-total-wl_um 463 \
    drive_above_1_share_pct 25.9 \
    cts_hold_buf 0 \
    clockBufferDepth 2 \
    clkSlewWorstSetupHoldPaths_ns 0.04 \
]
-- cell type report --
type | count | area [µm²] | share of cell area [%]
sequential | 3 | 62.6 | 21.6
timing repair buffer | 6 | 57.6 | 19.8
multi-input combinational | 14 | 86.3 | 29.7
tap | 46 | 57.6 | 19.8
clock buffer | 4 | 26.3 | 9.05
-- path summary, 6_finish.rpt --
path / slack, ns / endpoint / cells past startpoint
worst max-delay path: 0.09 / count[2] / 1
worst min register to register: 0.51 / d1.Q / 1
worst max register to register: 0.38 / d0.Q / 3
worst min-delay path: 0.51 / d1.Q / 1
-- worst reg2reg max path: stages (launching register included) --
cell and delay [ns]:
dfxtp_1 0.34, nor2b_1 0.16, a21o_1 0.19, a2111oi_2 0.34
-- layer usage --
layer / track usage (%) / up-vias
li1: - / 80
met1: 1.86 / 73
met2: 2.09 / 6
met3: 1.93 / 0
met4: 0.704 / 0
met5: 0 / -
-- flip-flops by register name (all words and copies together) (netlist names) --
signal	count
d0.Q	1
d1.Q	1
d2.Q	1
-- synthesized netlist by cell type (all sizes together) --
cell type / instances / area share (%)
a2111oi: 1 / 8.9
a21o: 1 / 4.4
dfxtp: 3 / 36
nor2b: 2 / 7.4
a211oi: 2 / 8.9
a21oi: 1 / 3.0
buf: 3 / 13
xnor2: 1 / 5.2
nor2: 6 / 13
-- cells by family (layout without fill, tap and decap cells) --
| family | count (synthesis) | after routing |
|---|---|---|
| buffers and inverters | 3 | 10 |
| flip-flops | 3 | 3 |
| AND-OR/OR-AND | 5 | 5 |
| XOR/XNOR | 1 | 1 |
| AND/OR/NAND/NOR | 8 | 8 |
-- through the flow --
stage | TNS [ns] | hold slack (ns) | power [mW] | setup slack, ns
floorplan | 0 | 0.369 | 0.124 | 0.445
global placement | 0 | 0.544 | 0.140 | 0.0134
detailed placement | -0.0120 | 0.579 | 0.143 | -0.0120
CTS | 0 | 0.585 | 0.290 | 0.00414
global route | 0 | 0.536 | 0.310 | 0.0108
finish | 0 | 0.512 | 0.282 | 0.0920
-- power breakdown --
| part | switching [mW] | internal (mW) |
|---|---|---|
| Combinational | 0.0170 | 0.0279 |
| Sequential | 0.0108 | 0.0878 |
| Clock | 0.0387 | 0.0995 |
| Total | 0.0666 | 0.215 |
Power and IR drop assume default switching activity.
